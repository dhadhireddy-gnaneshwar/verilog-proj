[design/flow/design.v]
module UART_RX
  #(parameter CLKS_PER_BIT = 217)
  (
   input        i_Clock,
   input        i_RX_Serial,
   output       o_RX_DV,
   output [7:0] o_RX_Byte
   );
  parameter IDLE         = 3'b000;
  parameter RX_START_BIT = 3'b001;
  parameter RX_DATA_BITS = 3'b010;
  parameter RX_STOP_BIT  = 3'b011;
  parameter CLEANUP      = 3'b100;
  reg [7:0] r_Clock_Count = 0;
  reg [2:0] r_Bit_Index   = 0;  
  reg [7:0] r_RX_Byte     = 0;
  reg       r_RX_DV       = 0;
  reg [2:0] r_SM_Main     = 0;
  always @(posedge i_Clock)
  begin
    case (r_SM_Main)
      IDLE :
        begin
          r_RX_DV       <= 1'b0;
          r_Clock_Count <= 0;
          r_Bit_Index   <= 0;
          if (i_RX_Serial == 1'b0)           
            r_SM_Main <= RX_START_BIT;
          else
            r_SM_Main <= IDLE;
        end
      RX_START_BIT :
        begin
          if (r_Clock_Count == (CLKS_PER_BIT-1)/2)
          begin
            if (i_RX_Serial == 1'b0)
            begin
              r_Clock_Count <= 0;   
              r_SM_Main     <= RX_DATA_BITS;
            end
            else
              r_SM_Main <= IDLE;
          end
          else
          begin
            r_Clock_Count <= r_Clock_Count + 1;
            r_SM_Main     <= RX_START_BIT;
          end
        end  
      RX_DATA_BITS :
        begin
          if (r_Clock_Count < CLKS_PER_BIT-1)
          begin
            r_Clock_Count <= r_Clock_Count + 1;
            r_SM_Main     <= RX_DATA_BITS;
          end
          else
          begin
            r_Clock_Count          <= 0;
            r_RX_Byte[r_Bit_Index] <= i_RX_Serial;  
            if (r_Bit_Index < 7)
            begin
              r_Bit_Index <= r_Bit_Index + 1;
              r_SM_Main   <= RX_DATA_BITS;
            end
            else
            begin
              r_Bit_Index <= 0;
              r_SM_Main   <= RX_STOP_BIT;
            end
          end
        end  
      RX_STOP_BIT :
        begin
          if (r_Clock_Count < CLKS_PER_BIT-1)
          begin
            r_Clock_Count <= r_Clock_Count + 1;
     	    r_SM_Main     <= RX_STOP_BIT;
          end
          else
          begin
       	    r_RX_DV       <= 1'b1;
            r_Clock_Count <= 0;
            r_SM_Main     <= CLEANUP;
          end
        end  
      CLEANUP :
        begin
          r_SM_Main <= IDLE;
          r_RX_DV   <= 1'b0;
        end
      default :
        r_SM_Main <= IDLE;
    endcase
  end    
  assign o_RX_DV   = r_RX_DV;
  assign o_RX_Byte = r_RX_Byte;
endmodule  
module UART_TX 
  #(parameter CLKS_PER_BIT = 217)
  (
   input       i_Clock,
   input       i_TX_DV,
   input [7:0] i_TX_Byte, 
   output      o_TX_Active,
   output reg  o_TX_Serial,
   output      o_TX_Done
   );
  parameter IDLE         = 3'b000;
  parameter TX_START_BIT = 3'b001;
  parameter TX_DATA_BITS = 3'b010;
  parameter TX_STOP_BIT  = 3'b011;
  parameter CLEANUP      = 3'b100;
  reg [2:0] r_SM_Main     = 0;
  reg [7:0] r_Clock_Count = 0;
  reg [2:0] r_Bit_Index   = 0;
  reg [7:0] r_TX_Data     = 0;
  reg       r_TX_Done     = 0;
  reg       r_TX_Active   = 0;
  always @(posedge i_Clock)
  begin
    case (r_SM_Main)
      IDLE :
        begin
          o_TX_Serial   <= 1'b1;         
          r_TX_Done     <= 1'b0;
          r_Clock_Count <= 0;
          r_Bit_Index   <= 0;
          if (i_TX_DV == 1'b1)
          begin
            r_TX_Active <= 1'b1;
            r_TX_Data   <= i_TX_Byte;
            r_SM_Main   <= TX_START_BIT;
          end
          else
            r_SM_Main <= IDLE;
        end 
      TX_START_BIT :
        begin
          o_TX_Serial <= 1'b0;
          if (r_Clock_Count < CLKS_PER_BIT-1)
          begin
            r_Clock_Count <= r_Clock_Count + 1;
            r_SM_Main     <= TX_START_BIT;
          end
          else
          begin
            r_Clock_Count <= 0;
            r_SM_Main     <= TX_DATA_BITS;
          end
        end 
      TX_DATA_BITS :
        begin
          o_TX_Serial <= r_TX_Data[r_Bit_Index];
          if (r_Clock_Count < CLKS_PER_BIT-1)
          begin
            r_Clock_Count <= r_Clock_Count + 1;
            r_SM_Main     <= TX_DATA_BITS;
          end
          else
          begin
            r_Clock_Count <= 0;
            if (r_Bit_Index < 7)
            begin
              r_Bit_Index <= r_Bit_Index + 1;
              r_SM_Main   <= TX_DATA_BITS;
            end
            else
            begin
              r_Bit_Index <= 0;
              r_SM_Main   <= TX_STOP_BIT;
            end
          end 
        end
      TX_STOP_BIT :
        begin
          o_TX_Serial <= 1'b1;
          if (r_Clock_Count < CLKS_PER_BIT-1)
          begin
            r_Clock_Count <= r_Clock_Count + 1;
            r_SM_Main     <= TX_STOP_BIT;
          end
          else
          begin
            r_TX_Done     <= 1'b1;
            r_Clock_Count <= 0;
            r_SM_Main     <= CLEANUP;
            r_TX_Active   <= 1'b0;
          end 
        end 
      CLEANUP :
        begin
          r_TX_Done <= 1'b1;
          r_SM_Main <= IDLE;
        end
      default :
        r_SM_Main <= IDLE;
    endcase
  end
  assign o_TX_Active = r_TX_Active;
  assign o_TX_Done   = r_TX_Done;
endmodule
[design/flow/run.sh]
#!/bin/bash
# OpenROAD 26Q1-2900-gdf79404cd8, Yosys 0.63+post, stock flow scripts
make -C /OpenROAD-flow-scripts/flow DESIGN_CONFIG=/design/flow/config.mk WORK_HOME=/design/flow/orfs finish
[design/flow/config.mk]
export PLATFORM = sky130hd
export DESIGN_NAME = UART_TX
export DESIGN_NICKNAME = UART_TX
export VERILOG_FILES = /design/flow/design.v
export SDC_FILE = /design/flow/constraint.sdc
export NUM_CORES = 4
export LEC_CHECK = 1
export CORE_AREA = 10 10 91 91
export DIE_AREA = 0 0 101 101
[design/flow/constraint.sdc]
current_design UART_TX

set clk_period 1.8
set clk_io_pct 0.2

create_clock -name clk0 -period $clk_period [get_ports {i_Clock}]

set non_clock_inputs [all_inputs -no_clocks]
set_input_delay [expr $clk_period * $clk_io_pct] -clock clk0 $non_clock_inputs
set_output_delay [expr $clk_period * $clk_io_pct] -clock clk0 [all_outputs]
==> flow_summary.json <==
{
  "grt_max_degree": 16,
  "ff2ff_setup_slack_ps": 190,
  "synth_top_cells_by_count": "22 x sky130_fd_sc_hd__edfxtp_1, 7 x sky130_fd_sc_hd__nor2_1, 6 x sky130_fd_sc_hd__nand2_1, 6 x sky130_fd_sc_hd__nand3_1, 5 x sky130_fd_sc_hd__inv_1",
  "groute.layer.met3.usage": 0.00693,
  "floorplan.die_area_um2": 10200,
  "mux_share": 0.0420,
  "place_hpwl_um": 1450,
  "gr-usage-met1": 0.0514,
  "ys_async_sr_fraction": 0,
  "maxSlewHeadroom": 0.683,
  "period_used_share": 0.895,
  "number_of_hold_violations_in_the_final_report": 0,
  "timing.final.max_slew_violations": 0,
  "final_layout_size_suffix_gt1_frac": 0.0943,
  "post-place-cells": 179,
  "post_drt_via_cell_ratio": 4.08,
  "finalWirelength_um": 1960,
  "cts_hold_buf": 0,
  "hold-path-cell-count": 1,
  "ys.flops": 25,
  "port_buffers": 12,
  "yosysWarningCount": 1,
  "synthTopCellsByArea": "sky130_fd_sc_hd__edfxtp_1 57%, sky130_fd_sc_hd__dfxtp_1 5.2%, sky130_fd_sc_hd__xor2_1 3.0%",
  "seq_area_frac_synth": 0.620,
  "count_leader_synth": "sky130_fd_sc_hd__edfxtp_1",
  "finalPower_mw": 1.39,
  "simple_gate_area_frac": 0.149,
  "globalplace.congestion": 0.798,
  "min_from": "r_SM_Main[2]",
  "synth.logic.top_family": "simple AND/OR/NAND/NOR gates",
  "status": "finished, final reports clean",
  "timing.hold.worst_endpoint": "o_TX_Serial",
  "finalSetupViolCount": 0,
  "core_area_um2": 6350,
  "crit-reg2reg-capture": "r_Bit_Index[0]",
  "yosys_cells": 90,
  "clock_tree.root_cell": "sky130_fd_sc_hd__clkbuf_8",
  "cap_violations": 0,
  "postSynthAreaPerCell_um2": 12.9,
  "detail_route.drc_violations": 0,
  "core.rowCount": 29,
  "crit_type": "flop to flop",
  "syn2layout_area_growth_pct": 23.3,
  "dominantRegCellSynth": "sky130_fd_sc_hd__edfxtp_1",
  "chip_area_in_the_yosys_report_um2": 1160,
  "worst_ep_required_time_ps": 1720,
  "rsz0062_at_grt": "no",
  "ioPinCount": 13,
  "netlist_instances": 90,
  "holdCritPathClass": "flop to flop",
  "openroad.warnings": 25,
  "stdcell_area_um2": 1430,
  "critical_path_peak_fanout": 6,
  "slew_at_the_pin_closest_to_its_max_slew_limit_ps": 473,
  "skew_ps": 2.16,
  "grt-busiest-layer": "met2",
  "cp.arrival_ps": 1530,
  "timing.setup.tns_ps": 0,
  "cts_made_buffers": 3,
  "worst_setup_hold_path_clk_slew_ps": 90,
  "cts_setup_buffers": 0,
  "final.min_clock_period_ps": 1610,
  "end_kind": "flop",
  "power_density_nw_per_um2": 974,
  "synth.cellmix.xorXnorShare": 0.0377,
  "grt_pass1_vias": 720,
  "groute.layer.met2.usage": 0.0624,
  "detailedRoute.firstIterationViolations": 9,
  "clkSinkCount": 25,
  "max-vdd-ir-drop_mv": 0.410,
  "yosysTopAreaCellShare": 0.568,
  "floorplan_stage_core_utilization": 0.183,
  "netlist.top_cell.by_area": "sky130_fd_sc_hd__edfxtp_1",
  "tritoncts": "yes",
  "worst_r2r_startpoint": "r_Clock_Count[3]",
  "crit_path_start_kind": "flop",
  "htree_levels": 1,
  "route.antenna.remaining_nets": 0,
  "timing.fmax_ghz": 0.620,
  "cts_resized": 0,
  "netlist-cell-type-count": 33,
  "route.vias.total": 747,
  "post_synth_ao_oa_area_fraction": 0.105,
  "postPlaceCellArea_um2": 1380,
  "yosys.area_share.adder": 0.0215,
  "grt_antenna_before_repair": 0,
  "drt-pass1-iter-count": 4,
  "clock_latency_ps": 270,
  "syn-cell-area_um2": 1160,
  "enable_flop_cells": 22,
  "share_of_the_core_filled_with_cells_in_the_final_layout": 0.226,
  "cts_max_path_buffers": 2,
  "die_w_um": 101,
  "layoutNonFillerInstCount": 183,
  "grt_remaining_overflow": 0,
  "die_h_um": 101,
  "grt_first_pass_wirelength_um": 3330,
  "rr_worst_depth": 3,
  "grt_use_total": 0.0386,
  "route.antenna.diode_count": 0,
  "power.static_leakage_nw": 0.491,
  "wire_per_inst_um": 10.7
}
routing by layer:
metal	vias to the layer above	wire length, µm
li1	372	-
met1	363	922
met2	10	917
met3	2	66
met4	0	54
met5	-	0
worst max-delay path: stages, from the launching register on:
cell	delay [ps]
sky130_fd_sc_hd__edfxtp_1	430
sky130_fd_sc_hd__a21o_1	230
sky130_fd_sc_hd__nand2_1	130
sky130_fd_sc_hd__a211oi_1	470
layout make-up:
type	instances	area (µm²)
clock buffers	3	41.3
well taps	77	96.3
fillers	652	4920
multi-input cells	58	413
flip-flops and latches	25	721
clock inverters	1	7.51
repair buffers	14	135
inverters	5	18.8
through the flow:
step	setup slack [ps]	hold WS [ps]
after floorplan	358	459
after global placement	269	574
after detailed placement	205	569
after CTS	192	593
after global routing	90.6	622
final	188	585
power by group:
part           internal, mW  leakage [nW]  switching (mW)
clock network         0.157        0.0217           0.179
registers             0.744         0.243          0.0823
logic                 0.119         0.226           0.114
total                  1.02         0.491           0.375
registers in the layout, indices dropped and copies added (netlist names):
| register | cells |
|---|---|
| r_SM_Main | 3 |
| r_Clock_Count | 8 |
| r_TX_Active | 1 |
| o_TX_Serial | 1 |
| r_TX_Data | 8 |
| r_TX_Done | 1 |
| r_Bit_Index | 3 |
cell families (layout without fill, tap and decap cells):
family                     count (synthesis)  in the layout
and+or+nand+nor                           33             33
DFF                                       25             25
AOI/OAI and AO/OA                         15             15
buffers and inverters                      7             23
xor gates and xnor gates                   5              5
muxes                                      3              3
adders and majority gates                  2              2
how the worst max path moves through the flow:
stage,startpoint,end,depth (start not counted)
after global routing,r_Clock_Count[3],r_Bit_Index[0],3
after CTS,r_Clock_Count[3],r_Bit_Index[0],3
final,r_Clock_Count[3],r_Bit_Index[0],3
cell usage in the layout, fill, tap and decap left out, types with 2 or more instances in the layout:
cell type                         netlist  layout
sky130_fd_sc_hd__edfxtp_1              22      22
sky130_fd_sc_hd__clkdlybuf4s50_1        0      12
sky130_fd_sc_hd__nor2_1                 7       7
sky130_fd_sc_hd__nand3_1                6       6
sky130_fd_sc_hd__nand2_1                6       6
sky130_fd_sc_hd__inv_1                  5       5
sky130_fd_sc_hd__xor2_1                 4       4
sky130_fd_sc_hd__nor2b_1                3       3
sky130_fd_sc_hd__and3_1                 3       3
sky130_fd_sc_hd__clkbuf_8               0       3
sky130_fd_sc_hd__dfxtp_1                3       3
sky130_fd_sc_hd__mux2_2                 2       2
sky130_fd_sc_hd__nor3b_1                2       2
sky130_fd_sc_hd__o21ai_0                2       2
sky130_fd_sc_hd__or3_1                  2       2
sky130_fd_sc_hd__a21oi_1                2       2
sky130_fd_sc_hd__ha_1                   2       2
sky130_fd_sc_hd__buf_4                  0       2
Power figures rest on the tool's default switching activity, not on a simulated workload.
