**flow/design.v**
```verilog
`timescale 1ns / 1ps
module m_counter
     #(parameter max_cnt=10)
     (
        input logic clk,
        input logic rst=0,
        output logic cout_tick=0,
        output logic [$clog2(max_cnt) - 1:0] prst_cnt
    );
         localparam N = $clog2(max_cnt);
  logic [N-1:0] nxt_reg,prst_reg;
  initial
    begin
      prst_reg=0000;
         cout_tick=0;
        nxt_reg = 0;
    end
  always@(posedge clk)
    begin 
      if(rst==1) 
        begin
        prst_reg=0000;
         cout_tick=0;
        nxt_reg = 0;
      end
      else
        begin
        prst_reg=nxt_reg;
          if(prst_reg==max_cnt-1) begin
            nxt_reg = 0;
            cout_tick=1;
          end
          else begin
            nxt_reg++;
           cout_tick=0;
          end
        end
       prst_cnt=prst_reg;
    end
endmodule
`timescale 1ns / 1ps
module debounce(
input logic sw,
input logic rst,
input logic clk,
output logic db
    );
    logic tick_flag;
  typedef enum { z1=0,z2=1,z3=2,z4=3,o1=4,o2=5,o3=6,o4=7} state;
    state nxt_st,pr_st;
    m_counter #(.max_cnt(10)) t ( .clk(clk), .rst(rst), .prst_cnt(),.cout_tick(tick_flag) );
  always_ff@(posedge clk, posedge rst)
    begin
                if (rst)
                    pr_st=z1;
                else
                begin
                    pr_st=nxt_st;
                  case(pr_st)
                z1:begin
                    if(sw==1)
                        nxt_st=z2;
                    else
                        nxt_st=z1;
                   end
                z2:begin
                        if(sw==1)
                        begin
                        if(tick_flag)
                        nxt_st=z3;
                        else
                        nxt_st=z2;
                        end
                        else
                        nxt_st=z1;
                   end
                z3:begin
                     if(sw==1)
                        begin
                          if(tick_flag)
                              nxt_st=z4;
                            else
                              nxt_st=z3;
                           end
                           else
                            nxt_st=z1;
                   end
                z4:begin
                        if(sw==1)
                      		begin
                        		if(tick_flag)
                        			nxt_st=o1;               
                        		else
                        			nxt_st=z4;
                        	end
                        else
                         nxt_st=z1;
                end
                o1:
                  begin
                    if((sw==0)) begin
                      nxt_st=o2;
                      end
                    else
                      nxt_st=o1;
                  end
              o2:
                begin
                  if( (sw==0))
                    if(tick_flag )
                      begin
                      	nxt_st=o3;
                      end
                      else
                      	nxt_st=o2;
                   else
                     nxt_st=o1;
                end
              o3:
                begin
                  if( (sw==0))
                    if(tick_flag )
                     	begin
                     		nxt_st=o4;
                    	end
                     else
                     nxt_st=o3;
                    else
                     nxt_st=o1;
                end
              o4:
                begin
                  if( (sw==0))
                  	if(tick_flag )
                  		begin
                  			nxt_st=z1;
                  		end
                  	else
                  		nxt_st=o4;
                  else
                  	nxt_st=o1;
                  end
                   default: begin nxt_st=z1; db =0; end
           endcase
                  if(pr_st<= z4)
                    db=0;
                  else
                    db=1;
     end    
    end
endmodule
```
**flow/run.sh**
```bash
#!/bin/bash
# OpenROAD 26Q1-2900-gdf79404cd8, Yosys 0.63+post, stock flow scripts
make -C /OpenROAD-flow-scripts/flow DESIGN_CONFIG=/design/flow/config.mk WORK_HOME=/design/flow/orfs finish
```
**flow/config.mk**
```make
export PLATFORM = sky130hd
export DESIGN_NAME = debounce
export DESIGN_NICKNAME = debounce
export VERILOG_FILES = /design/flow/design.v
export SDC_FILE = /design/flow/constraint.sdc
export NUM_CORES = 4
export LEC_CHECK = 1
export CORE_AREA = 10 10 81 81
export DIE_AREA = 0 0 91 91
```
**flow/constraint.sdc**
```tcl
current_design debounce

set clk_period 1.2
set clk_io_pct 0.2

create_clock -name clk0 -period $clk_period [get_ports {clk}]

set non_clock_inputs [all_inputs -no_clocks]
set_input_delay [expr $clk_period * $clk_io_pct] -clock clk0 $non_clock_inputs
set_output_delay [expr $clk_period * $clk_io_pct] -clock clk0 [all_outputs]
```
==> Slide: Implementation Results <==
Key Metrics from the Run

Run status
  – Status: complete, no violations

GRT
  – Total GRT Usage: 2.573%
  – Initial antenna violation count: 0
  – First-pass GRT wire length: 1787 um
  – Pin count of the biggest net entering global routing: 9
  – GRT overflow: 0
  – Vias in the first global route: 415

CTS
  – # Post-CTS Setup Buffers: 0
  – Clock-pin slew of the registers on the worst-case setup and hold paths: 0.06 ns
  – TritonCTS clock tree: done
  – H-tree depth: 1
  – Root Buffer: clkbuf_8
  – CTS Buf Count: 3
  – CTS Buffer Depth: 2
  – # resized after CTS: 1
  – Number of hold buffers added after cts: 0
  – Clock tree sinks: 14
  – Clk Latency, worst-skew pair: 0.24 ns

Route
  – Drt drc: 0
  – Routed Antenna Nets: 0
  – Initial DRC Count: 36
  – Final wirelength: 1027 um
  – Wire per inst: 7.442 um
  – Routed vias/inst: 3.217
  – Diode count: 0
  – Vias: 444
  – 1st-pass router iterations: 4

Synthesis
  – Chip Area, Yosys: 580.6 um^2
  – Distinct cells, synth: 24
  – Syn. warnings: 2
  – Post-Synthesis Cell Area: 580.6 um^2
  – Synth flops: 14
  – Yosys stat cell total: 61
  – Post-Syn Area per Cell: 9.517 um^2
  – Synth Seq Share: 50.00%
  – Post-Synthesis Cells: 61

Cells and area
  – Share of cells above drive strength 1: 16.90%
  – Fin area: 777.0 um^2
  – Non-Filler Instances: 138
  – Largest register FFs: 8
  – Dominant logic cell type in the layout: dfxtp_1
  – Util after Layout: 16.13%
  – Top logic cells by instance count in the layout: dfxtp_1 (13), nand2_1 (7), o21ai_0 (7)
  – Area grow syn2layout: 33.84%

Critical path
  – CP max stage delay: 0.36 ns
  – Capturing element type of the critical path: primary output
  – Delay-heaviest family, CP: flip-flops
  – Critical Path AT: 0.85 ns
  – Worst setup path startpoint: db
  – RR Startpoint: t.nxt_reg[0]
  – Crit path required time: 0.96 ns
  – Crit path cell chain: dlygate4sd2_1
  – WP buf/inv: 1
  – Crit Path Category: flip-flop to primary output
  – Worst path slowest cell: edfxtp_1
  – Max FO, Critical Path: 1
  – CP startpoint kind: flip-flop

Placement
  – Dpl hpwl: 762.3 um
  – PortBufs: 3
  – Placed Instances: 134
  – Gp weighted congestion: 0.8087
  – Dpl cell area: 723.2 um^2

Pwr
  – Pwr Density: 1512 nW/um^2
  – Pleak: 0.2860 nW
  – Switch share: 23.20%
  – Sequential share of power: 49.6%
  – Clock power share: 38.9%
  – Gate power share: 11.6%
  – Total power: 0.001175 W
  – Switching power total: 0.0002725 W
  – Peak supply drop: 0.4753 mV
  – Pint: 0.0009021 W

Min path
  – HP Class: flip-flop to flip-flop
  – Worst Min Path Start: t.nxt_reg[0]

Job
  – Stage-log warning count: 26
  – MaxCap Viol Count: 0

Die
  – Initial Util: 12.05%
  – Total die size: 8281 um^2
  – Cell Rows: 25
  – Core Region: 4817 um^2
  – I/O pin cnt: 4
  – Die Ht: 91 um
  – Die X: 91 um

STA
  – Hold WS: 0.4675 ns
  – Worst-Margin Slew: 0.2586 ns
  – Minimum clock period: 1.091 ns
  – FMAX: 917.0 MHz
  – RSZ-0062 raised after global routing: false
  – Worst slew margin: 82.58%
  – Final Slew Violations: 0
  – Final setup vio count: 0
  – Final hold violation count: 0
  – Period utilization: 90.88%
  – Setup Skew: 0.002787 ns
-- cells by family (layout without fill, tap and decap cells) --
kind of cell             Yosys count  after routing  synth area share, %
AND/OR/NAND/NOR                   20             20                20.05
AND-OR/OR-AND                     18             18                19.83
flip-flops                        14             14                50.00
buffers and inverters              6             16                4.093
adder cells (fa/ha/maj)            2              2                4.310
multiplexers                       1              1                1.724
-- power groups by stage --
stage     clock network (W)  registers, W  logic, W
4_1_cts            0.000468      0.000583  0.000140
5_1_grt            0.000484      0.000594  0.000156
6_report           0.000456      0.000582  0.000136
-- layout make-up --
class / instances / area [um^2]
Fill cell: 550 / 4040
Sequential cell: 14 / 290.3
Multi-Input combinational cell: 41 / 266.5
Tap cell: 67 / 83.83
Timing Repair Buffer: 8 / 66.31
Clock buffer: 4 / 55.05
Inverter: 4 / 15.01
-- path summary, 6_finish.rpt --
path | endpoint | slack, ns | depth (start not counted)
worst max register to register | t.nxt_reg[1] | 0.14 | 4
worst max-delay path | db | 0.11 | 1
worst min-delay path | t.nxt_reg[0] | 0.47 | 1
worst min register to register | t.nxt_reg[0] | 0.47 | 1
-- routing by layer --
metal	track usage, %	part of all wire, %	vias up
li1	-	-	233
met1	3.190	46	201
met2	3.699	44	10
met3	1.909	10	0
met4	0.1305	0	0
met5	0	0	-
-- cells in the mapped netlist --
| cell | number | share of area, % |
|---|---|---|
| nor4_1 | 1 | 1.1 |
| mux2i_1 | 1 | 1.7 |
| buf_2 | 1 | 0.86 |
| or2b_1 | 1 | 1.3 |
| a21oi_1 | 3 | 2.6 |
| nor3_1 | 1 | 0.86 |
| o21ai_0 | 7 | 6.0 |
| a22o_1 | 4 | 6.0 |
| a22oi_1 | 2 | 2.6 |
| nand3_1 | 2 | 1.7 |
| dfxtp_1 | 13 | 45 |
| nand2_1 | 7 | 4.5 |
| a21o_1 | 1 | 1.3 |
| nor4_4 | 1 | 3.7 |
| nor2b_2 | 1 | 1.5 |
| inv_1 | 4 | 2.6 |
| or2_2 | 1 | 1.1 |
| nor2_1 | 3 | 1.9 |
| a211oi_1 | 1 | 1.3 |
| ha_1 | 2 | 4.3 |
| edfxtp_1 | 1 | 5.2 |
| clkbuf_1 | 1 | 0.65 |
| nand2b_1 | 1 | 1.1 |
| nand3b_1 | 1 | 1.3 |
-- metrics by stage --
step	setup TNS [ns]	worst slack, ns
6_report	0	0.1094
3_3_place_gp	-0.6802	-0.09686
2_1_floorplan	0	0.2563
4_1_cts	0	0.08368
5_1_grt	0	0.01780
3_5_place_dp	-0.8612	-0.1165
No activity file was given, so power comes from the tool's default toggle rates.
